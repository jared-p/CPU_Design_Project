--- /design/flow/config.mk ---
export PLATFORM = sky130hd
export DESIGN_NAME = mux_2x1_32bit
export DESIGN_NICKNAME = mux_2x1_32bit
export VERILOG_FILES = /design/flow/design.v
export SDC_FILE = /design/flow/constraint.sdc
export NUM_CORES = 4
export LEC_CHECK = 1
export CORE_AREA = 10 10 71 71
export DIE_AREA = 0 0 81 81
--- /design/flow/constraint.sdc ---
current_design mux_2x1_32bit

set clk_period 1.0
set clk_io_pct 0.2

create_clock -name clk0 -period $clk_period

set non_clock_inputs [all_inputs -no_clocks]
set_input_delay [expr $clk_period * $clk_io_pct] -clock clk0 $non_clock_inputs
set_output_delay [expr $clk_period * $clk_io_pct] -clock clk0 [all_outputs]
--- /design/flow/design.v ---
module mux_2x1_32bit(LDR_sel, register_data, ram_in, alu_result);
input [31:0] ram_in, alu_result;
input  LDR_sel;
output reg [31:0] register_data;
always @(*)
begin
case (LDR_sel)
1'b1: register_data = ram_in;
1'b0: register_data = alu_result;
endcase
end
endmodule
--- /design/flow/run.sh ---
#!/bin/bash
# OpenROAD 26Q1-2900-gdf79404cd8, Yosys 0.63+post, stock flow scripts
make -C /OpenROAD-flow-scripts/flow DESIGN_CONFIG=/design/flow/config.mk WORK_HOME=/design/flow/orfs finish
==> reports/results.txt <==
Congestion Overflow GR: 0
Pins Over Slew Limit: 0
Syn_area_per_cell: 15.1 sq um
Number of global-route vias before repair: 757
DR vias: 704
First-pass GRT wire length: 3.99 mm
Crit path DAT: 0.97 ns
Routed Antenna Nets: 0
WS Path Type: primary input to output port
Most used logic cell in the final layout: dlygate4sd2_1
Port bufs: 97
Worst Tran Pin Value: 0.0848 ns
Synthesis area per yosys: 544 sq um
DR vias/cell: 3.74
1st-pass router iterations: 2
Violated checks: negative setup slack
Registers: 0
P&R area growth vs syn: 194%
Setup TNS: -3.89 ns
PwrDens: 394 nW/um^2
Tot GR Track Use: 7.56%
Netlist cell types: 4
DIE WIDTH: 81 microns
# diodes: 0
Crit share post-route: 117%
Core area: 3630 sq um
Max stage delay cell, worst path: mux2_4
CP cell instances: buf_12 > buf_8 > buf_12 > mux2_4 > buf_6
Hold Path Class: primary input to output port
Starting density of the core: 15.0%
OpenROAD warning count: 34
Sequential cell area fraction in the yosys report: 0%
Fraction of layout cells with a size suffix above 1: 54.3%
Routed length on met2: 1.41 mm
Initial antenna violation count: 0
Post-Route WL: 2.81 mm
Leak: 0.870 nW
Post-synthesis cell count: 36
Yosys Instances: 36
Post-detail-place hpwl: 2.52 mm
Crit start category: primary input
Commonest cells after routing, fill and taps aside: dlygate4sd2_1 (64), mux2_4 (32), buf_6 (27)
Die Y: 81 microns
DR top layer: met3
Drt initial violations: 2
Crit-path max cell delay: 0.30 ns
Number of clock buffers in the layout: 0
Final std cells w/o fill: 188
Final Setup Violations: 32
Final setup margin: -0.168 ns
Peak supply drop: 144 uV
Site Rows: 22
Crit Path Max Fanout: 5
# fillers: 366
Relative slew slack: 94.3%
Final Hold Violation Tally: 0
Largest net degree at the start of global routing: 11
Worst Path Required: 0.80 ns
Storage cell area: 0 sq um
IO Pins: 97
Outcome: finished, violations left
Achievable Freq: 856 MHz
Met1 WL: 1.02 mm
Routability cong.: 0.842
Most used cell, CP: buf_12
Min Tclk post-route: 1.17 ns
DR WL/cell: 15.0 microns
Total die area: 6560 sq um
Worst setup EP type: output port
Synth Warn #: 1
DR WL met3: 380 microns
RSZ-0062 raised after global routing: yes
Post-route DRC violation count: 0
Netlist Area Pre-Place: 544 sq um
DP Cell Count: 181
Max-cap viol count: 0
cell usage after synthesis:
library cell / instances / area (sq um)
mux2_2: 2 / 22.5
buf_6: 1 / 11.3
buf_12: 3 / 60.1
mux2_4: 30 / 450
per-stage QoR:
stage	power, mW	utilization (%)	area [sq um]	worst slack (ns)	hold WS [ns]
final	0.631	44.1	1600	-0.168	0.797
after global routing	0.678	44.1	1600	-0.185	0.809
after CTS	0.609	42.7	1550	-0.169	0.803
after detailed placement	0.653	42.1	1530	-0.518	1.25
after global placement	0.650	42.1	1530	-0.510	1.25
after floorplan	0.206	-	544	0.0669	0.498
area by class of cell:
cell class | count | area [sq um] | share of cell area, %
Timing Repair Buffer | 108 | 1060 | 66.3
Tap cell | 48 | 60.1 | 3.75
Multi-Input combinational cell | 32 | 480 | 30.0
worst max-delay path, delay by kind of cell:
| family | cells | cell delay [ns] |
|---|---|---|
| buffers and inverters | 4 | 0.46 |
| multiplexers | 1 | 0.30 |
where the power goes:
group	switching (mW)	internal (mW)
clock	0	0
combinational	0.140	0.491
sequential	0	0
total	0.140	0.491
routing by layer:
layer,GRT usage [%],vias up
met5,0,-
met3,3.34,0
li1,-,346
met4,0,0
met2,13.6,50
met1,8.57,308
final timing paths:
path | startpoint | to | slack, ns | cells after the start
worst max-delay path | LDR_sel | register_data[22] | -0.17 | 5
worst min-delay path | alu_result[23] | register_data[23] | 0.80 | 3
repair_timing:
action	4_1_cts	5_1_grt
cloned	0	0
setup endpoints to repair	32	32
gates resized	192	8
buffers inserted	7	0
hold buffers	0	0
cells by family (layout without fill, tap and decap cells):
kind of cell,Yosys count,after routing,share of synthesized area [%]
muxes,32,32,86.9
buffers and inverters,4,108,13.1
No activity file was given, so power comes from the tool's default toggle rates.
