## design/flow/config.mk

```make
export PLATFORM = sky130hd
export DESIGN_NAME = memory_control
export DESIGN_NICKNAME = memory_control
export VERILOG_FILES = /design/flow/design.v
export SDC_FILE = /design/flow/constraint.sdc
export NUM_CORES = 4
export LEC_CHECK = 1
export CORE_AREA = 10 10 86 86
export DIE_AREA = 0 0 96 96
```

## design/flow/constraint.sdc

```tcl
current_design memory_control

set clk_period 1.7
set clk_io_pct 0.2

create_clock -name clk0 -period $clk_period

set non_clock_inputs [all_inputs -no_clocks]
set_input_delay [expr $clk_period * $clk_io_pct] -clock clk0 $non_clock_inputs
set_output_delay [expr $clk_period * $clk_io_pct] -clock clk0 [all_outputs]
```

## design/flow/design.v

```verilog
module memory_control(source1, source2, alu_result, opcode, address, rw, datain, dataout, en, LDR_sel, address_sel);
input [31:0] source1, source2, alu_result, datain;
input [3:0] opcode;
output reg [31:0] dataout;
output reg rw;  
output reg en;
output reg [15:0] address;
output reg LDR_sel, address_sel;
always @ (*)
begin
if( opcode == 4'b1001)  
begin
	address = source1[15:0];
	LDR_sel = 1'b1;
	address_sel = 1'b1;
	rw = 1'b1;
	en = 1'b1;
end
else if( opcode == 4'b1010 )  
begin
	address = source1[15:0];
	dataout = source2;
	LDR_sel = 1'b0;
	address_sel = 1'b1;
	en = 1'b1;
	rw = 1'b0;
end
else
begin
	en = 1'b1;
	rw = 1'b1;
	LDR_sel = 1'b0;
	address_sel = 1'b0;
end
end
endmodule
```

## design/flow/run.sh

```bash
#!/bin/bash
# OpenROAD 26Q1-2900-gdf79404cd8, Yosys 0.63+post, stock flow scripts
make -C /OpenROAD-flow-scripts/flow DESIGN_CONFIG=/design/flow/config.mk WORK_HOME=/design/flow/orfs finish
```

==> run notes <==
The number of flip-flops and latches in the synthesized netlist works out to 48. The part of the power in combinational logic came out at 70.3%. The flow measured a signed area growth from synthesis to layout of 150%. With the standby leakage power at 0.882 nW, the post-synthesis async set-or-reset flop share is 0%. In this run, post-CTS hold repair placed 0 buffers. After floorplanning, the core was sized to cover 5540 um^2. In the power breakdown, the internal column shows 0.297 mW.

In the post-synthesis netlist, the cell with the most instances is sky130_fd_sc_hd__dlxtn_1. According to the hold report, the worst path is of the in -> out type. The share of synthesized area in the top cell type comes to 92.8%.

The number of design rule violations left after detail routing is 0. In this run switching power makes up 16.5% of total power. After synthesis, the design contains 56 cells according to Yosys. The max-cap violation count is 0. The total iterations of the first detailed-routing run was 3; the peak fanout along the critical path was 3. 96 endpoints have no timing constraint. In the routed layout, each cell is associated on average with a via count of 3.36. For the setup slack at placement, the log shows -0.272 ns. For this run, the final setup violation count is recorded as 0.

The tools report the initial antenna violation count as 0. The run finished with clean final reports. The worst path uses 96.8% of the clock period. The tools report the post-synth area from yosys stat as 777 um^2.

On the worst path, the slowest cell contributes a delay of 0.46 ns. The number of DRC markers in iteration 0 is 4. Hold analysis lists the worst path endpoint as address_sel. The run gives 5090 um as the global-route wire length before repair.

Summed over all layers, the routed wires come to 3520 um. The tools report the final setup slack of the worst path as 0.0552 ns. The run gives 822 as the number of global-route vias before repair. The net switching power in the latest report is 0.0588 mW. The timer found 48 register pins that no clock reaches; their paths are not timed. Once detailed placement completed, the half-perimeter wirelength came to 3270 um.

The OpenROAD warning count is 113, and the number of flops mapped to enable cells by yosys is 0. The final power report lists total power as 0.356 mW. STA classifies the critical path endpoint as a primary output. The global routing report lists met3 layer usage as 3.22%. Static timing analysis puts the maximum clock frequency at 608 MHz. Power spread over the standard cell area amounts to 183 nW/um^2. The synthesis report names the predominant flop master as sky130_fd_sc_hd__dlxtn_1. For the core utilization at floorplan, the log shows 14.0%. The netlist area before placement is 777 um^2. The logs give 1 for the count of yosys warnings during synthesis and 0 for the antenna cell count.

In this run, distinct cell masters in the synthesized netlist total 9. Looking at the VDD voltage map, the peak drop is 86.6 uV. Sorting the synthesized cells by area gives the leading types as sky130_fd_sc_hd__dlxtn_1, sky130_fd_sc_hd__and3b_2, sky130_fd_sc_hd__nor2b_2, sky130_fd_sc_hd__xor2_1, sky130_fd_sc_hd__buf_4. Entering global routing, the biggest net connects 33 pins.

For the worst setup path, the data required time is 1.36 ns. Setup repair after global routing left no endpoint under its margin. The global route stage reports its total congestion overflow as 0. Among all stages on the critical path, the largest delay is contributed by sky130_fd_sc_hd__clkdlybuf4s50_1.

Subtracting the final worst setup slack from the clock period gives 1.64 ns. Routing resource usage on met2 recorded by global route was 11.3%. The critical path goes through clkdlybuf4s50_1, nor2b_4, buf_4, and3b_2, clkbuf_2. Startpoint of the worst hold path: opcode[2]. The run gives 0 for the number of pins exceeding their max-slew limit in the final report. Row generation in the floorplan step produced 27 rows.

The worst setup path is launched from an input pin. The die is 96 um tall. The proportion of power drawn by flip-flops and latches is 29.7%, and the area of the chip is 9220 um^2.

In the final routed layout, each cell accounts on average for 14.8 um. The met1 layer usage reported by global route was 9.24%. The run gives 96 um for the die boundary width. The highest-utilization routing layer at the global route stage was met2. Averaged over all synthesized cells, the footprint is 13.9 um^2. The total number of vias was 796; the cell count after synthesis was 56.

The number of hold violations in the final report was 0. The biggest area consumer among synthesized cells is sky130_fd_sc_hd__dlxtn_1.

The category of the most critical setup path was in -> out. Data arrives at the worst endpoint at 1.30 ns. Per the final layout report, the fraction of cells sized above drive strength 1 comes to 6.67%. In this run, the clock network consumes 0% of the power.

The run gives 588 for the final-layout fill cell count. The floorplan report gives the top-level pin count as 184. The logs give 0.773 for the weighted congestion at the end of routability-driven global placement and 7.06% for the overall fraction of global-route tracks in use.

With the number of port buffers at 103, the final antenna-violating net count is 0. Hold analysis shows the worst path with a depth of 4.
[worst max-delay path by stage]
stage                     start     endpoint  slack [ns]  cells past startpoint
final                 opcode[3]      LDR_sel        0.06                      5
after CTS             opcode[3]  address_sel       -0.20                      4
after global routing  opcode[3]      LDR_sel       0.005                      5
[metal layers]
| metal | wire, um | vias to the layer above |
|---|---|---|
| li1 | - | 385 |
| met1 | 1490 | 348 |
| met2 | 1500 | 63 |
| met3 | 524 | 0 |
| met4 | 0 | 0 |
| met5 | 0 | - |
[cell families after synthesis]
kind of cell | synth area share (%)
latches | 92.8
other | 0.483
xor gates and xnor gates | 1.13
and+or+nand+nor | 4.67
buffers and inverters | 0.967
[critical path: cells and delay by family]
family / cells / cell delay, ns
buffers and inverters: 3 / 0.66
and+or+nand+nor: 2 / 0.31
[timing repair]
action / 4_1_cts / 5_1_grt
gates resized: 5 / 6
setup buffers: 1 / 1
setup endpoints to repair: 3 / 3
pin swaps: 1 / 0
[registers in the layout, summed over array words and instances, names as in the netlist]
name	cells
dataout	32
address	16
[power groups by stage]
stage         Clock (mW)  Combinational (mW)  Sequential [mW]
finish                 0               0.250            0.106
global route           0               0.270            0.111
CTS                    0               0.257            0.107
[layout by cell type (no fill, tap or decap), drive strengths merged]
| cell | n |
|---|---|
| clkdlybuf4s50 | 97 |
| dlxtn | 48 |
| buf | 7 |
| dlygate4sd2 | 2 |
| dlymetal6s2s | 2 |
| clkbuf | 2 |
| nor2b | 1 |
| and3b | 1 |
| xor2 | 1 |
| nand2 | 1 |
| nand3b | 1 |
| and2 | 1 |
| conb | 1 |
[final cells by class]
type                       instances  area (um^2)  area share [%]
timing repair buffer             110         1080            55.4
multi-input combinational          7         53.8            2.77
tap                               72         90.1            4.64
sequential                        48          721            37.1
[metrics by stage]
stage / hold WS, ns / setup TNS, ns / instance area (um^2) / instances / utilization [%]
6_report: 1.11 / 0 / 1940 / 237 / 35.0
5_1_grt: 1.16 / 0 / 1940 / 237 / 35.0
4_1_cts: 1.37 / -0.198 / 1940 / 236 / 34.9
3_5_place_dp: 1.75 / -0.747 / 1930 / 235 / 34.8
3_3_place_gp: 1.74 / -0.735 / 1930 / 235 / 34.8
2_1_floorplan: 0.811 / 0 / 777 / 56 / -
Power and IR drop assume default switching activity.
