`design/flow/design.v`:
```
module flags_enabler(condition, flags, en_intermediate, en);
input [3:0] condition, flags;
input [15:0] en_intermediate;
output reg [15:0] en;
always @ (*)
begin
case(condition)
	0001: if(flags[2] == 1'b1) en=en_intermediate; else en=16'b0;
	0010: if( (flags[2] == 1'b0) && (flags[3] == flags[0])) en=en_intermediate; else en=16'b0;
	0011: if( (flags[3] == 1'b1) && (flags[0] == 1'b1)) en=en_intermediate; else en=16'b0;
	0100: if( flags[3] == flags[0] ) en=en_intermediate; else en=16'b0;
	0101: if( (flags[3] == 1'b1) || ((flags[3] == 1'b1) && (flags[0] == 1'b1))) en=en_intermediate; else en=16'b0;
	0110: if( (flags[1] == 1'b1) && (flags[3] == 1'b0)) en=en_intermediate; else en=16'b0;
	0111: if( (flags[1] == 1'b0) && (flags[3] == 1'b1) ) en=en_intermediate; else en=16'b0;
	1000: if( ((flags[1] == 1'b1) && (flags[3] == 1'b0)) || (flags[3] == 1'b1)) en=en_intermediate; else en=16'b0;
	default: en=en_intermediate;
endcase
end
endmodule
```
`design/flow/run.sh`:
```
#!/bin/bash
# OpenROAD 26Q1-2900-gdf79404cd8, Yosys 0.63+post, stock flow scripts
make -C /OpenROAD-flow-scripts/flow DESIGN_CONFIG=/design/flow/config.mk WORK_HOME=/design/flow/orfs finish
```
`design/flow/config.mk`:
```
export PLATFORM = sky130hd
export DESIGN_NAME = flags_enabler
export DESIGN_NICKNAME = flags_enabler
export VERILOG_FILES = /design/flow/design.v
export SDC_FILE = /design/flow/constraint.sdc
export NUM_CORES = 4
export LEC_CHECK = 1
export CORE_AREA = 10 10 70 70
export DIE_AREA = 0 0 80 80
```
`design/flow/constraint.sdc`:
```
current_design flags_enabler

set clk_period 4.4
set clk_io_pct 0.2

create_clock -name clk0 -period $clk_period

set non_clock_inputs [all_inputs -no_clocks]
set_input_delay [expr $clk_period * $clk_io_pct] -clock clk0 $non_clock_inputs
set_output_delay [expr $clk_period * $clk_io_pct] -clock clk0 [all_outputs]
```
==> run notes <==
run results: max_cap viols 0, post-route ant nets 0, vias in the first global route 358, DR vias/cell 3.22, RSZ-0062 raised after global routing no, Pwr per Cell Area 89.4 nW/um^2, I/O Buffers 39, CP arrival 2.96 ns, delay of the slowest critical-path stage 0.66 ns, Hold Crit Class input port to output port, fillers 392, Yosys chip area 224 um^2, initial antenna violation count 0, DRT Wirelength 1200 um, Max-area cell share 50.3%, Rows 21, post-CTS setup-driven buffer insertion count 0, Avg WL per Cell 11.1 um, die y size 80 um, min cycle time layout 3.84 ns, drt drc 0, sequential area share after synthesis 0%, Setup crit end kind output port, Final Max Tran Viols 0, Log Warnings 33, Final GP Congestion 0.753, Syn. warnings 1, Slowest-stage cell, CP a21oi_2, I/O pins 40, min-delay src en_intermediate[6], Final Hold Violating Endpoints 0, Avg Cell Area, Syn 8.96 um^2, Least-Margin Pin Slew 0.860 ns, period utilization 87.4%, Flops 0, final setup fails 0, layout cells sized above 1 19.4%, Placeable Area 3420 um^2, status completed, n_diodes 0, chip area 6400 um^2, Initial Util 6.56%, crit path cell chain clkdlybuf4s50_1 -> ha_1 -> o21ai_1 -> a21oi_2 -> a21boi_0 -> clkdlybuf4s50_1, Leak Pwr 0.224 nW, pin count of the biggest net entering global routing 17, drt first pass iters 1, final-layout clock buffer total 0, Overflow after GRT 0, Reg area 0 um^2, via count 348, Cell Area, Synth 224 um^2, top cells by area a21boi_2 50%, a21boi_0 20%, ha_1 5.6%, buf_6 5.0%, a21oi_2 3.9%, Setup crit start kind input port, cell taking the most area after synthesis a21boi_2, Total GRT Usage 3.21%, Worst path most repeated cell clkdlybuf4s50_1, Unique cell types 11, WP data required 3.52 ns, Final TNS setup 0 ns, first-pass GRT wire length 1680 um, CP bufs+invs 2, Top delay family on crit path AND-OR/OR-AND gates, Initial DRC Count 0, Gate Count Post-Synth 25, Layout area overhead 192%, Fmax 260 MHz, Slew HR 42.7%, Worst VDD drop 0.0299 mV, critical path type input port to output port, Die Width 80 um, WHS 2.67 ns, dpl hpwl 1120 um, Setup crit start flags[0], critical path fanouts, max 16, CTS Hold Bufs 0, ys cells 25, post-cts sizing count 0
layout make-up:
cell class                 instances  area [um^2]  area share [%]
timing repair buffer              39          390            59.8
multi-input combinational         22          201            30.8
tap                               46         57.6            8.81
inverter                           1         3.75           0.575
cell families (layout without fill, tap and decap cells):
logic type | Yosys count | count (layout) | synth area share, %
simple gates | 2 | 2 | 3.91
buf+inv | 3 | 40 | 10.1
compound gates | 19 | 19 | 80.4
fa+ha+maj | 1 | 1 | 5.59
power breakdown:
group          leakage [nW]  internal, W  switching [W]
combinational         0.224    0.0000422      0.0000162
sequential                0            0              0
clock                     0            0              0
cell usage in the layout, fill, tap and decap left out:
master and count:
clkdlybuf4s50_1 39, a21boi_2 10, a21boi_0 6, inv_1 1, o21ai_1 1, a21oi_2 1
nand2_1 1, nor3_1 1, a31o_2 1, ha_1 1
per-layer routing:
| layer | up-vias | track usage [%] | wire length, um |
|---|---|---|---|
| li1 | 169 | - | - |
| met1 | 140 | 3.82 | 500 |
| met2 | 39 | 4.09 | 348 |
| met3 | 0 | 3.41 | 347 |
| met4 | 0 | 0 | 0 |
| met5 | - | 0 | 0 |
tightest hold or removal path, cell delays in order:
cell             delay (ns)
clkdlybuf4s50_1        0.39
a21boi_0               0.12
clkdlybuf4s50_1        0.41
worst paths after layout:
check | endpoint | slack [ns] | cells after the start
max | en[7] | 0.56 | 6
min | en[6] | 2.67 | 3
cell usage after synthesis (all sizes together):
| master | instances |
|---|---|
| a21boi | 16 |
| a21oi | 1 |
| a31o | 1 |
| buf | 2 |
| ha | 1 |
| inv | 1 |
| nand2 | 1 |
| nor3 | 1 |
| o21ai | 1 |
stage by stage:
stage	instance area, um^2	setup WS, ns	cells	total power [W]	utilization [%]
after floorplan	224	1.83	25	0.0000181	-
after global placement	653	0.526	108	0.0000592	19.1
after detailed placement	653	0.501	108	0.0000596	19.1
after CTS	653	0.502	108	0.0000599	19.1
after global routing	653	0.305	108	0.0000642	19.1
final	653	0.556	108	0.0000584	19.1
Power is estimated from default activity; no workload was simulated.
